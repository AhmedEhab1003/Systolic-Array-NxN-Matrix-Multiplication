==> ./design.v <==
module processing_element #(
    parameter DATA_WIDTH = 8,               
    parameter ACCUMULATOR_WIDTH = 24        
) (
    input  wire                         clk,
    input  wire                         rst_n,
    input  wire                         enable,
    input  wire [DATA_WIDTH-1:0]        a_in,    
    input  wire [DATA_WIDTH-1:0]        b_in,    
    output reg  [DATA_WIDTH-1:0]        a_out,   
    output reg  [DATA_WIDTH-1:0]        b_out,   
    output wire [ACCUMULATOR_WIDTH-1:0] c_out    
);
    reg [ACCUMULATOR_WIDTH-1:0] accumulator;
    assign c_out = accumulator;
    always @(posedge clk or negedge rst_n) begin
        if (!rst_n) begin
            a_out <= 0;
            b_out <= 0;
        end else if (enable) begin
            a_out <= a_in;
            b_out <= b_in;
        end
    end
    always @(posedge clk or negedge rst_n) begin
        if (!rst_n) begin
            accumulator <= 0;
        end else if (enable) begin
            accumulator <= accumulator + (a_in * b_in);
        end
    end
endmodule
module systolic_array #(
    parameter DATA_WIDTH = 8,               
    parameter ARRAY_SIZE = 4,               
    parameter ACCUMULATOR_WIDTH = 24        
) (
    input  wire                            clk,
    input  wire                            rst_n,
    input  wire                            enable,
    input  wire [DATA_WIDTH-1:0]           a_inputs [0:ARRAY_SIZE-1],  
    input  wire [DATA_WIDTH-1:0]           b_inputs [0:ARRAY_SIZE-1],  
    output wire [ACCUMULATOR_WIDTH-1:0]    c_outputs [0:ARRAY_SIZE-1][0:ARRAY_SIZE-1],  
    output wire                            computation_done             
);
    wire [DATA_WIDTH-1:0] a_connections [0:ARRAY_SIZE-1][0:ARRAY_SIZE];
    wire [DATA_WIDTH-1:0] b_connections [0:ARRAY_SIZE][0:ARRAY_SIZE-1];
    reg [$clog2(2*ARRAY_SIZE):0] counter;
    assign computation_done = (counter >= (2*ARRAY_SIZE + 1));
    always @(posedge clk or negedge rst_n) begin
        if (!rst_n) begin
            counter <= 0;
        end else if (enable) begin
            if (counter <= (2*ARRAY_SIZE + 1))
                counter <= counter + 1;
        end
    end
    genvar i, j;
    generate
        for (i = 0; i < ARRAY_SIZE; i = i + 1) begin
            assign a_connections[i][0] = a_inputs[i];
            assign b_connections[0][i] = b_inputs[i];
        end
    endgenerate
    generate
        for (i = 0; i < ARRAY_SIZE; i = i + 1) begin
            for (j = 0; j < ARRAY_SIZE; j = j + 1) begin
                processing_element #(
                    .DATA_WIDTH(DATA_WIDTH),
                    .ACCUMULATOR_WIDTH(ACCUMULATOR_WIDTH)
                ) pe_inst (
                    .clk(clk),
                    .rst_n(rst_n),
                    .enable(enable),
                    .a_in(a_connections[i][j]),
                    .b_in(b_connections[i][j]),
                    .a_out(a_connections[i][j+1]),
                    .b_out(b_connections[i+1][j]),
                    .c_out(c_outputs[i][j])
                );
            end
        end
    endgenerate
endmodule
==> ./run.sh <==
#!/bin/bash
# OpenROAD 26Q1-2900-gdf79404cd8, Yosys 0.63+post, stock flow scripts
make -C /OpenROAD-flow-scripts/flow DESIGN_CONFIG=/design/flow/config.mk WORK_HOME=/design/flow/orfs finish
==> ./config.mk <==
export PLATFORM = sky130hd
export DESIGN_NAME = systolic_array
export DESIGN_NICKNAME = systolic_array
export VERILOG_FILES = /design/flow/design.v
export SDC_FILE = /design/flow/constraint.sdc
export NUM_CORES = 4
export LEC_CHECK = 1
export CORE_UTILIZATION = 40
export SYNTH_HDL_FRONTEND = slang
==> ./constraint.sdc <==
current_design systolic_array

set clk_period 11.9
set clk_io_pct 0.2

create_clock -name clk0 -period $clk_period [get_ports {clk}]

set non_clock_inputs [all_inputs -no_clocks]
set_input_delay [expr $clk_period * $clk_io_pct] -clock clk0 $non_clock_inputs
set_output_delay [expr $clk_period * $clk_io_pct] -clock clk0 [all_outputs]
==> out/qor.log <==
[floorplan] number of standard-cell rows in the floorplan 147
[final_timing] unrepaired setup endpoints after global routing no
[routing] Pre-antenna DRT Iters 8
[global_routing] total overflow reported by the global router 0
[floorplan] die extent in y 403.7 µm
[global_routing] via count of the first global-routing pass 47.91k
[floorplan] Die Size 163000 µm²
[synth] Most used DFF post-synth sky130_fd_sc_hd__dfrtp_1
[setup_path] crit path DAT 7.32 ns
[clock_network] clock-pin slew on the worst setup and hold paths 0.06 ns
[flow_run] max-cap check violation count 0
[synth] sequential fraction of the synthesis area 0.2248
[final_timing] setup violation total in the final timing report 0
[cells_and_area] fin cells 9473
[routing] vias after detailed routing 46.04k
[routing] initial drt markers 1717
[synth] Synthesis Warnings 0
[clock_network] clock tree root buffer cell sky130_fd_sc_hd__clkbuf_16
[synth] cell total in the yosys stat output 6913
[routing] DR WL/cell 16.43 µm
[routing] DRC violations left 0
[setup_path] Crit path buffers/inverters 4
[placement] weighted congestion reported at the end of routability-driven placement 0.9084
[cells_and_area] area growth from synthesis to layout 14.61%
[placement] total instance count after detailed placement 9328
[setup_path] series of cell instances along the critical path clkdlybuf4s50_1 > nand2_1 > fa_1 > inv_1 > fa_1 > inv_1 > fa_1 > fa_1 > inv_1 > ha_1 > o21ai_0 > o211ai_1 > a41oi_1 > o311ai_0 > o21ai_0 > nor2_1 > xor2_1
[final_timing] setup tns final 0 ns
[routing] Total Routed Length 155600 µm
[placement] post-detail-place hpwl 124200 µm
[flow_run] Log Warnings 36
[setup_path] largest stage delay on the critical path 0.70 ns
[final_timing] Clock Skew 0.02785 ns
[setup_path] CP top delay family adder cells
[setup_path] Required @ worst endpoint 12.49 ns
[setup_path] classification of the worst setup path input port to flip-flop
[floorplan] initial core utilization 0.4025
[clock_network] number of gates resized after cts 0
[clock_network] Max clock buf depth 3
[setup_path] critical path's slowest cell sky130_fd_sc_hd__clkdlybuf4s50_1
[global_routing] antenna violations before repair 3
[clock_network] TritonCTS Sinks 580
[synth] post-synthesis register bit count 580
[floorplan] Horiz. Die Dim 403.7 µm
[synth] async set or reset register ratio after synthesis 1.000
[final_timing] fin crit period 6.732 ns
[placement] Port Buffer Count 451
[final_timing] Least-Margin Pin Slew 0.8401 ns
[setup_path] crit-path max FO 9
[routing] Avg Vias per Cell 4.860
[synth] Post-Syn Area per Cell 9.339 µm²
[clock_network] number of CTS-inserted buffers 78
[synth] yosys stat chip area 64560 µm²
[global_routing] largest net degree at the start of global routing 112
[cells_and_area] layout cells sized above 1 0.06388
[setup_path] CP most frequent cell sky130_fd_sc_hd__fa_1
[worst_hold_path] class of the worst hold path flip-flop to flip-flop
[clock_network] clock latency at the later pin of the worst-skew pair 0.69 ns
[synth] number of enable-type register cells in the synthesized netlist 0
[clock_network] htree depth 3
[final_timing] final worst hold slack 0.4660 ns
[synth] Cell Type Count 82
[final_timing] post-layout period usage of the worst path 0.5657
[clock_network] number of buffers added for setup after CTS 0
[final_timing] Slew Viols, Final 0
[clock_network] Post-CTS Hold Buffers 0
[global_routing] first-pass GRT wire length 257800 µm
[cells_and_area] Layout Utilization 0.4613
[floorplan] Floorplan Core Area 160400 µm²
[final_timing] Fin. Hold Viols 0
[routing] remaining antenna violation count after routing 0
[clock_network] CTS tree yes
[final_timing] Max-slew headroom 0.4326
[run_status] outcome finished, final reports clean
[setup_path] Critical Path End Type flip-flop
[global_routing] Total Routing Usage GR 0.2087
[setup_path] element type at the critical path start input port
[final_timing] Highest Clock Rate 0.1486 GHz
[synth] combined area of all synthesized cells 64560 µm²
[synth] synthesized instance count 6913
[floorplan] IO Pins 452
==> cells in the final DEF, fill, tap and decap left out, drive strengths merged, types with 10 or more instances in the layout <==
master         count
a21boi            10
nand2b            48
buf               28
clkbuf           106
bufinv            12
mux2             280
o21bai            24
a31oi             18
nand3             69
o211ai            27
xnor2            164
nor3b             11
o21ai            264
nand4             23
and2             561
nor3              36
clkdlybuf4s50    449
or3               15
o21a              39
o2111ai           11
dfrtp            580
nor2             181
a21o              73
nand2            699
ha               659
inv             1586
clkinv            11
xor2              71
and3              27
fa               800
a211oi            36
a21oi            221
o31ai             27
mux2i             12
nor2b             19
==> sequential cells by signal, indices dropped and copies added (netlist names) <==
register                       flops
genblk2.genblk1.pe_inst.c_out    384
genblk2.genblk1.pe_inst.b_out     96
genblk2.genblk1.pe_inst.a_out     96
counter                            4
==> area by class of cell <==
type	count	area, µm²
sequential	580	14510
inverter	1577	5922
multi-input combinational	4534	43290
fill	14860	86390
antenna	2	5.005
tap	2160	2703
timing repair buffer	477	4770
clock buffer	106	2251
clock inverter	37	539.3
==> final timing paths <==
check / start / endpoint / slack [ns] / cells after the start
worst min-delay path: genblk2[3].genblk1[2].pe_inst.c_out[23]$_DFFE_PN0P_ / genblk2[3].genblk1[2].pe_inst.c_out[23]$_DFFE_PN0P_ / 0.47 / 1
min in group asynchronous: rst_n / genblk2[3].genblk1[1].pe_inst.c_out[4]$_DFFE_PN0P_ / 1.66 / 1
max in group asynchronous: rst_n / genblk2[0].genblk1[3].pe_inst.c_out[3]$_DFFE_PN0P_ / 7.84 / 4
worst min register to register: genblk2[3].genblk1[2].pe_inst.c_out[23]$_DFFE_PN0P_ / genblk2[3].genblk1[2].pe_inst.c_out[23]$_DFFE_PN0P_ / 0.47 / 1
worst max register to register: genblk2[3].genblk1[2].pe_inst.a_out[6]$_DFFE_PN0P_ / genblk2[3].genblk1[3].pe_inst.c_out[18]$_DFFE_PN0P_ / 6.59 / 16
worst max-delay path: b_inputs[0] / genblk2[0].genblk1[3].pe_inst.c_out[22]$_DFFE_PN0P_ / 5.17 / 17
==> stage by stage <==
stage	setup WS, ns	cell area (µm²)
5_1_grt	4.859	73990
3_3_place_gp	4.551	71200
2_1_floorplan	5.345	64560
3_5_place_dp	4.490	71200
6_report	5.168	73990
4_1_cts	5.237	73990
==> per-layer routing <==
layer | global-route usage | vias to the layer above | part of all wire
met3 | 0.07513 | 156 | 0.089
met1 | 0.3013 | 22580 | 0.44
met5 | 0.006542 | - | 0.00090
met2 | 0.3163 | 1086 | 0.45
met4 | 0.03735 | 2 | 0.023
li1 | - | 22210 | -
==> kinds of logic (layout without fill, tap and decap cells) <==
group,after synthesis,after routing,share of synthesized area
AOI/OAI and AO/OA,827,827,0.08024
buffers and inverters,1799,2197,0.1047
and+or+nand+nor,1721,1721,0.1319
other,0,2,0
adders and majority gates,1459,1459,0.3758
muxes,292,292,0.05070
DFF,580,580,0.2248
xor gates and xnor gates,235,235,0.03188
==> cell usage after synthesis, types with 11 or more instances <==
| master | number | area, µm² |
|---|---|---|
| sky130_fd_sc_hd__inv_1 | 1576 | 5916 |
| sky130_fd_sc_hd__fa_1 | 800 | 16020 |
| sky130_fd_sc_hd__nand2_1 | 699 | 2624 |
| sky130_fd_sc_hd__ha_1 | 659 | 8245 |
| sky130_fd_sc_hd__dfrtp_1 | 580 | 14510 |
| sky130_fd_sc_hd__and2_1 | 561 | 3510 |
| sky130_fd_sc_hd__mux2_2 | 280 | 3153 |
| sky130_fd_sc_hd__o21ai_0 | 260 | 1301 |
| sky130_fd_sc_hd__a21oi_1 | 219 | 1096 |
| sky130_fd_sc_hd__clkbuf_1 | 211 | 792.0 |
| sky130_fd_sc_hd__nor2_1 | 180 | 675.7 |
| sky130_fd_sc_hd__xnor2_1 | 164 | 1436 |
| sky130_fd_sc_hd__a21o_1 | 73 | 548.0 |
| sky130_fd_sc_hd__xor2_1 | 71 | 621.9 |
| sky130_fd_sc_hd__nand3_1 | 69 | 345.3 |
| sky130_fd_sc_hd__nand2b_1 | 48 | 300.3 |
| sky130_fd_sc_hd__o21a_1 | 39 | 292.8 |
| sky130_fd_sc_hd__a211oi_1 | 36 | 270.3 |
| sky130_fd_sc_hd__nor3_1 | 36 | 180.2 |
| sky130_fd_sc_hd__and3_1 | 27 | 168.9 |
| sky130_fd_sc_hd__o211ai_1 | 27 | 202.7 |
| sky130_fd_sc_hd__o21bai_1 | 24 | 180.2 |
| sky130_fd_sc_hd__o31ai_1 | 24 | 180.2 |
| sky130_fd_sc_hd__nand4_1 | 23 | 143.9 |
| sky130_fd_sc_hd__nor2b_1 | 19 | 118.9 |
| sky130_fd_sc_hd__a31oi_1 | 18 | 112.6 |
| sky130_fd_sc_hd__or3_1 | 14 | 87.58 |
| sky130_fd_sc_hd__mux2i_1 | 12 | 120.1 |
| sky130_fd_sc_hd__nor3b_1 | 11 | 82.58 |
| sky130_fd_sc_hd__o2111ai_1 | 11 | 96.34 |
